## ./config.mk

```make
export PLATFORM = sky130hd
export DESIGN_NAME = Semaphore
export DESIGN_NICKNAME = Semaphore
export VERILOG_FILES = /design/flow/design.v
export SDC_FILE = /design/flow/constraint.sdc
export NUM_CORES = 4
export LEC_CHECK = 1
export CORE_AREA = 10 10 100 100
export DIE_AREA = 0 0 110 110
```

## ./constraint.sdc

```tcl
current_design Semaphore

set clk_period 2.3
set clk_io_pct 0.2

create_clock -name clk0 -period $clk_period [get_ports {clk}]

set non_clock_inputs [all_inputs -no_clocks]
set_input_delay [expr $clk_period * $clk_io_pct] -clock clk0 $non_clock_inputs
set_output_delay [expr $clk_period * $clk_io_pct] -clock clk0 [all_outputs]
```

## ./design.v

```verilog
module bloco_controle (
    input wire clk,
    input wire rst,
    input wire pedestrian,
    input wire fim_5s,
    input wire fim_7s,
    input wire fim_05s,
    output reg green,
    output reg yellow,
    output reg red,
    output reg load_Reg5s,
    output reg clear_Reg5s,
    output reg load_Reg7s,
    output reg clear_Reg7s,
    output reg load_Reg05s,
    output reg clear_Reg05s
);
    parameter EST_RED    = 2'b00;
    parameter EST_GREEN  = 2'b01;
    parameter EST_YELLOW = 2'b10;
    reg [1:0] estado_atual, proximo_estado;
    always @(posedge clk or posedge rst) begin
        if (rst)
            estado_atual <= EST_RED;
        else
            estado_atual <= proximo_estado;
    end
    always @(*) begin
        case (estado_atual)
            EST_RED:
                proximo_estado = fim_5s ? EST_GREEN : EST_RED;
            EST_GREEN:
                proximo_estado = (fim_7s || pedestrian) ? EST_YELLOW : EST_GREEN;
            EST_YELLOW:
                proximo_estado = fim_05s ? EST_RED : EST_YELLOW;
            default:
                proximo_estado = EST_RED;
        endcase
    end
    always @(*) begin
        green  = 0;
        yellow = 0;
        red    = 0;
        load_Reg5s  = 0;
        clear_Reg5s = 0;
        load_Reg7s  = 0;
        clear_Reg7s = 0;
        load_Reg05s  = 0;
        clear_Reg05s = 0;
        case (estado_atual)
            EST_RED: begin
                red = 1;
                load_Reg5s = 1;
                clear_Reg7s = 1;
                clear_Reg05s = 1;
            end
            EST_GREEN: begin
                green = 1;
                load_Reg7s = 1;
                clear_Reg5s = 1;
                clear_Reg05s = 1;
            end
            EST_YELLOW: begin
                yellow = 1;
                load_Reg05s = 1;
                clear_Reg7s = 1;
                clear_Reg5s = 1;
            end
        endcase
    end
endmodule
module bloco_operacional (
    input wire clk,
    input wire rst,
    input wire load_Reg7s,
    input wire clear_Reg7s,
    output reg fim_7s,
    input wire load_Reg5s,
    input wire clear_Reg5s,
    output reg fim_5s,
    input wire load_Reg05s,
    input wire clear_Reg05s,
    output reg fim_05s
);
    parameter CONTAGEM_5S  = 19;
    parameter CONTAGEM_7S  = 27;
    parameter CONTAGEM_05S = 1;
    reg [7:0] contador_7s;
    reg [7:0] contador_5s;
    reg [7:0] contador_05s;
    always @(posedge clk or posedge rst) begin
        if (rst)
            contador_7s <= 0;
        else if (clear_Reg7s)
            contador_7s <= 0;
        else if (load_Reg7s) begin
            if (contador_7s < CONTAGEM_7S)
                contador_7s <= contador_7s + 1;
        end
    end
    always @(*) begin
        fim_7s = (contador_7s >= CONTAGEM_7S);
    end
    always @(posedge clk or posedge rst) begin
        if (rst)
            contador_5s <= 0;
        else if (clear_Reg5s)
            contador_5s <= 0;
        else if (load_Reg5s) begin
            if (contador_5s < CONTAGEM_5S)
                contador_5s <= contador_5s + 1;
        end
    end
    always @(*) begin
        fim_5s = (contador_5s >= CONTAGEM_5S);
    end
    always @(posedge clk or posedge rst) begin
        if (rst)
            contador_05s <= 0;
        else if (clear_Reg05s)
            contador_05s <= 0;
        else if (load_Reg05s) begin
            if (contador_05s < CONTAGEM_05S)
                contador_05s <= contador_05s + 1;
        end
    end
    always @(*) begin
        fim_05s = (contador_05s >= CONTAGEM_05S);
    end
endmodule
module Semaphore #(
    parameter CLK_FREQ = 25_000_000   
) (
    input wire clk,
    input wire rst_n,  
    input wire pedestrian,
    output wire green,
    output wire yellow,
    output wire red
);
    wire load_Reg5s, clear_Reg5s, fim_5s;
    wire load_Reg7s, clear_Reg7s, fim_7s;
    wire load_Reg05s, clear_Reg05s, fim_05s;
    bloco_controle ctrl (
        .clk(clk),
        .rst(~rst_n),
        .pedestrian(pedestrian),
        .fim_5s(fim_5s),
        .fim_7s(fim_7s),
        .fim_05s(fim_05s),
        .green(green),
        .yellow(yellow),
        .red(red),
        .load_Reg5s(load_Reg5s),
        .clear_Reg5s(clear_Reg5s),
        .load_Reg7s(load_Reg7s),
        .clear_Reg7s(clear_Reg7s),
        .load_Reg05s(load_Reg05s),
        .clear_Reg05s(clear_Reg05s)
    );
    bloco_operacional op (
        .clk(clk),
        .rst(~rst_n),
        .load_Reg5s(load_Reg5s),
        .clear_Reg5s(clear_Reg5s),
        .fim_5s(fim_5s),
        .load_Reg7s(load_Reg7s),
        .clear_Reg7s(clear_Reg7s),
        .fim_7s(fim_7s),
        .load_Reg05s(load_Reg05s),
        .clear_Reg05s(clear_Reg05s),
        .fim_05s(fim_05s)
    );
endmodule
```

## ./run.sh

```bash
#!/bin/bash
# OpenROAD 26Q1-2900-gdf79404cd8, Yosys 0.63+post, stock flow scripts
make -C /OpenROAD-flow-scripts/flow DESIGN_CONFIG=/design/flow/config.mk WORK_HOME=/design/flow/orfs finish
```

==> impl.org <==
#+TITLE: Physical design notes

** Status
- Outcome :: finished clean

** GRT
- The number of global-route vias before repair came to 854.
- The number of antenna violations at the first check in global routing was 0.
- Pin count of the biggest net entering global routing :: 28
- The first global-routing pass estimated 4030 microns of wire.
- Overflow left after global routing :: 0
- For this run, the total global-route usage over all layers was measured as 0.0400.

** Synthesis
- Area of the mapped netlist :: 1260 sq um
- Per Yosys stat, the portion of area used by sequential elements is 0.537.
- Area fraction in compound gates :: 0.125
- Post-synthesis cell type count :: 37
- Gate count of the mapped netlist :: 115
- Chip area estimate from yosys synthesis :: 1260 sq um
- In this run, the synthesized area fraction spent on adder and majority cells is recorded as 0.0497.
- Top comb family, area :: simple AND/OR/NAND/NOR gates
- Area fraction in and, or, nand and nor cells after synthesis :: 0.249
- For this run, the number of Yosys warnings is 2.
- Mean Syn Cell Area :: 11.0 sq um
- Counting flops and latches in the post-synthesis netlist gives 27.
- Measured against the total synthesized area, the mux share comes to 0.0238.
- In this run, the synthesized area fraction spent on xor and xnor cells is recorded as 0.
- The synth_stat.txt file lists the number of cells as 115.

** Layout
- Reg area :: 677 sq um
- Ratio of cells with drive above 1 in the final layout :: 0.0887
- Fin util :: 0.190
- Final std cells w/o fill :: 226
- Counting the fill cells in the layout gives 863.
- Area growth, synth to finish :: 18.0%
- Per the layout area report, the combinational gate area comes to 564 sq um.

** Power and ir drop
- The script computed the net switching share of total power as 0.329.
- Comb power frac :: 0.319
- The highest supply drop recorded on VDD is 0.000273 V.
- Dividing total power by cell area gives a power density of 892 nW/um^2.
- The power report attributes to the sequential group a share of 0.486.
- In the power breakdown, the internal column shows 0.000890 W.
- Sw power :: 0.000436 W
- The power report puts the leakage power at 0.668 nW.
- The power report attributes to the clock group a share of 0.196.

** Floorplanning
- Die height :: 110 microns
- According to the I/O placement log, the pin count is 6.
- Number of standard-cell rows in the floorplan :: 32
- From left edge to right edge, the die measures 110 microns.
- Per the OpenROAD floorplan log, the area of the core is 7810 sq um.
- The initial utilization of the core area, before any placement, comes to 0.161.
- Chip area :: 12,100 sq um

** Routing
- The routed design has 2270 microns of wire.
- Detailed routing inserted a total of 878 vias.
- The detailed router finished its first iteration with 26 violations.
- According to the report, the first pass of detailed routing completed in 4 iterations.
- Wire length on met2 :: 951 microns
- Dividing the detail-routed via count by the number of cells gives 3.88.
- Post-route DRC violation count :: 0
- Summed over all nets, wire length on met3 after detailed routing comes to 97 microns.
- Per the detail_route log, the uppermost layer with routed signals is met4.
- Wire length on met1 :: 1200 microns
- TritonRoute output was used to compute an average wire per cell of 10.1 microns.
- Detail Route Antenna Nets :: 0
- Antenna cells :: 0

** Worst setup path
- STA classifies the critical path startpoint as a flip-flop.
- In this run the register-to-register setup slack is 0.50 ns.
- The critical path's slowest stage uses the library cell sky130_fd_sc_hd__dfstp_2.
- Required time at the endpoint of the critical path :: 1.84 ns
- Bufs and invs on worst path :: 1
- Per the timing report, the biggest fanout along the worst path comes to 8.
- List of cells traversed by the critical path :: clkdlybuf4s50_1
- Cell family with the largest share of critical-path delay :: flip-flops
- The critical path is of the flip-flop to primary output type.
- STA classifies the critical path endpoint as a primary output.
- Arr. time, crit path :: 1.36 ns
- Delay of the slowest critical-path stage :: 0.60 ns

** Clock network
- TritonCTS built the clock tree.
- Per the CTS log, the buffer count on the longest clock path is 2.
- Once the clock tree was built, the setup fixing pass inserted 0 buffers.
- Htree depth :: 1
- The CTS log lists the clock sinks for this run as 27.
- Clock root buffer :: sky130_fd_sc_hd__clkbuf_8
- Per the TritonCTS log, the buffer count is 3.
- The timing report gives the clock slew at the launch and capture registers of the worst setup and hold paths as 0.09 ns.
- Total of hold buffers inserted after clock tree synthesis :: 0
- Skew-Pair Late Insertion Delay :: 0.27 ns
- The report lists the number of cells resized after CTS as 0.

** STA
- Hold-check failures listed in the final report amount to 0.
- The routed design could run at a clock period as short as 1.82 ns.
- Transition time at the pin with the least slew margin :: 0.654 ns
- # setup viols final :: 0
- The final max-slew violation count recorded for this run is 0.
- In this build the clock could be raised as far as 549 MHz.
- Hold slack :: 0.512 ns
- Post-route period utilization is reported as 0.792.
- After layout, the setup clock skew is reported as 0.00716 ns.
- Setup repair after global routing left no endpoint under its margin.
- In the final timing run, aggregate negative setup slack is 0 ns.
- In this run the tightest slew margin relative to its limit is 0.560.

** Hold path
- The most critical min-delay path falls under flip-flop to flip-flop.

** Job
- Across all stage logs, warnings added up to 27.
- # Max-Cap Violations :: 0

** Placed design
- Per the placement report, the placed cell count is 222.
- Detailed Place HPWL :: 1620 microns
- Count of input and output buffers :: 5
- Placer Congestion :: 0.825
[through the flow]
step           total power [W]  instance area, sq um  setup WS, ns
2_1_floorplan         0.000937                  1260         0.599
4_1_cts                0.00135                  1490         0.448
3_5_place_dp           0.00108                  1440         0.502
3_3_place_gp           0.00107                  1440         0.539
5_1_grt                0.00144                  1490         0.391
6_report               0.00133                  1490         0.478
[layer usage]
metal | track usage | vias up
li1 | - | 444
met1 | 0.0590 | 420
met2 | 0.0580 | 12
met3 | 0.0106 | 2
met4 | 0.00743 | 0
met5 | 0 | -
[placed cells by master (no fill, tap or decap), drive strengths merged]
cell | Yosys | layout
a21boi | 2 | 2
a21o | 1 | 1
a21oi | 5 | 5
a22o | 1 | 1
a31oi | 1 | 1
a41oi | 1 | 1
and2 | 11 | 11
buf | 0 | 1
clkbuf | 1 | 4
clkdlybuf4s50 | 0 | 5
dfrtp | 26 | 26
dfstp | 1 | 1
ha | 5 | 5
inv | 4 | 4
mux2i | 3 | 3
nand2 | 4 | 4
nand2b | 1 | 1
nand3 | 7 | 7
nand3b | 1 | 1
nand4b | 1 | 1
nor2 | 8 | 8
nor3 | 2 | 2
nor4 | 1 | 1
nor4b | 1 | 1
nor4bb | 1 | 1
o211a | 1 | 1
o211ai | 1 | 1
o21a | 1 | 1
o21ai | 6 | 6
o22ai | 1 | 1
o31a | 1 | 1
o31ai | 2 | 2
or2 | 2 | 2
or3 | 4 | 4
or4 | 4 | 4
or4b | 2 | 2
or4bb | 1 | 1
[Yosys cell counts]
library cell	number	area, sq um
sky130_fd_sc_hd__or4bb_1	1	11.3
sky130_fd_sc_hd__a31oi_1	1	6.26
sky130_fd_sc_hd__or3_1	3	18.8
sky130_fd_sc_hd__and2_1	11	68.8
sky130_fd_sc_hd__nor4b_1	1	8.76
sky130_fd_sc_hd__o22ai_1	1	6.26
sky130_fd_sc_hd__inv_1	4	15.0
sky130_fd_sc_hd__nand3_1	7	35.0
sky130_fd_sc_hd__o211a_1	1	10.0
sky130_fd_sc_hd__nor4bb_1	1	10.0
sky130_fd_sc_hd__ha_1	5	62.6
sky130_fd_sc_hd__o211ai_1	1	7.51
sky130_fd_sc_hd__nand2_1	4	15.0
sky130_fd_sc_hd__a21o_1	1	7.51
sky130_fd_sc_hd__dfstp_2	1	26.3
sky130_fd_sc_hd__a21boi_0	1	7.51
sky130_fd_sc_hd__dfrtp_1	26	651
sky130_fd_sc_hd__nand4b_1	1	8.76
sky130_fd_sc_hd__a41oi_1	1	8.76
sky130_fd_sc_hd__a21oi_1	5	25.0
sky130_fd_sc_hd__o31a_1	1	8.76
sky130_fd_sc_hd__o31ai_1	2	15.0
sky130_fd_sc_hd__o21a_1	1	7.51
sky130_fd_sc_hd__o21ai_0	6	30.0
sky130_fd_sc_hd__or4b_4	2	27.5
sky130_fd_sc_hd__nor3_1	2	10.0
sky130_fd_sc_hd__a22o_2	1	10.0
sky130_fd_sc_hd__a21boi_1	1	7.51
sky130_fd_sc_hd__mux2i_1	3	30.0
sky130_fd_sc_hd__nor2_1	8	30.0
sky130_fd_sc_hd__or3_2	1	7.51
sky130_fd_sc_hd__or2_2	2	12.5
sky130_fd_sc_hd__or4_1	4	30.0
sky130_fd_sc_hd__clkbuf_1	1	3.75
sky130_fd_sc_hd__nand3b_1	1	7.51
sky130_fd_sc_hd__nand2b_1	1	6.26
sky130_fd_sc_hd__nor4_1	1	6.26
[registers in the layout, summed over array words and instances, names as in the netlist]
register	count
op.contador_05s	8
op.contador_5s	8
ctrl.estado_atual	3
op.contador_7s	8
[final cells by class]
type | count | share of cell area
repair buffers | 6 | 0.0387
inverters | 4 | 0.0101
clock buffers | 4 | 0.0303
multi-input cells | 83 | 0.380
well taps | 102 | 0.0859
flip-flops and latches | 27 | 0.455
[kinds of logic after synthesis]
kind of cell    Yosys count
mux                       3
simple gates             51
fa+ha+maj                 5
flops                    27
buf+inv                   5
compound gates           24
[power groups by stage]
| stage | Combinational [W] | Clock (W) | Sequential [W] |
|---|---|---|---|
| CTS | 0.000431 | 0.000277 | 0.000642 |
| global route | 0.000489 | 0.000294 | 0.000660 |
| finish | 0.000422 | 0.000259 | 0.000644 |
[worst paths after layout]
check                                          startpoint                             end  cells past startpoint
max in group asynchronous                           rst_n  ctrl.estado_atual[0]$_DFF_PN1_                      2
setup reg to reg           ctrl.estado_atual[0]$_DFF_PN1_   op.contador_5s[3]$_DFFE_PN0P_                      3
setup / recovery           ctrl.estado_atual[0]$_DFF_PN1_                             red                      1
min in group asynchronous                           rst_n  op.contador_05s[3]$_DFFE_PN0P_                      2
hold / removal             op.contador_05s[4]$_DFFE_PN0P_  op.contador_05s[4]$_DFFE_PN0P_                      1
hold reg to reg            op.contador_05s[4]$_DFFE_PN0P_  op.contador_05s[4]$_DFFE_PN0P_                      1
Power is estimated from default activity; no workload was simulated.
